==> design.v <==
module AudDSP(
	input i_rst_n,
	input i_clk,
	input i_start,
	input i_pause,
	input i_stop,
	input [2:0] i_speed,  
	input i_fast,
	input i_slow_0,  
	input i_slow_1,  
    input i_reverse,
	input i_daclrck,
	input [15:0] i_sram_data,
    input [19:0] i_stop_addr,
	output[15:0] o_dac_data,
	output[19:0] o_sram_addr
);
    localparam S_IDLE = 0;
    localparam S_PLAY = 1;
    localparam S_PAUSE = 2;
    logic [1:0]  state_r, state_w;
    logic signed [15:0] o_dac_data_r, o_dac_data_w;
    logic signed [15:0] prev_data_r, prev_data_w;
    logic [19:0] o_sram_addr_r, o_sram_addr_w;
    logic [3:0]  counter_r, counter_w;
    logic [3:0]  ratio;
    logic        prev_daclrck_r, prev_daclrck_w;
    assign o_dac_data = (i_daclrck == 0) ? o_dac_data_w : 16'bZ;
    assign o_sram_addr = o_sram_addr_w;
    always_comb begin
        prev_daclrck_w = i_daclrck;
        case(state_r)
            S_IDLE: begin
                if(i_start) begin
                    state_w = S_PLAY;
                    o_dac_data_w = i_sram_data;
                    o_sram_addr_w = (i_reverse)? i_stop_addr : o_sram_addr_r;
                    prev_data_w = 16'd0;
                    counter_w = 4'd0;
                end
                else begin
                    state_w = S_IDLE;
                    o_dac_data_w = 16'bZ;
                    o_sram_addr_w = 20'd0;
                    prev_data_w = 16'b0;
                    counter_w = 4'd0;
                end
            end
            S_PLAY: begin
                if((i_stop || (o_sram_addr_r >= i_stop_addr)) && i_slow_1) begin
                    state_w = S_IDLE;
                    o_dac_data_w = prev_data_r;
                    o_sram_addr_w = 20'd0;
                    prev_data_w = 16'b0;
                    counter_w = 4'd0;
                end
                else if(i_stop || ((o_sram_addr_r >= i_stop_addr) && (~i_reverse)) || ((o_sram_addr_r == 20'd0) && (i_reverse))) begin
                    state_w = S_IDLE;
                    o_dac_data_w = 16'bZ;
                    o_sram_addr_w = 20'd0;
                    prev_data_w = 16'b0;
                    counter_w = 4'd0;
                end
                else if(i_pause) begin
                    state_w = S_PAUSE;
                    o_dac_data_w = 16'bZ;
                    o_sram_addr_w = o_sram_addr_r;
                    prev_data_w = prev_data_r;
                    counter_w = counter_r;
                end
                else begin
                    state_w = S_PLAY;
                    if(i_fast) begin
                        o_dac_data_w = i_sram_data;
                        o_sram_addr_w = (prev_daclrck_r && ~i_daclrck)? (o_sram_addr_r + i_speed + 20'd1) : o_sram_addr_r;
                        prev_data_w = 16'b0;
                        counter_w = 4'd0;
                    end
                    else if(i_slow_0) begin
                        o_dac_data_w = i_sram_data;
                        prev_data_w = 16'b0;
                        if(counter_r > i_speed) begin
                            o_sram_addr_w = (prev_daclrck_r && ~i_daclrck)? o_sram_addr_r + 20'd1 : o_sram_addr_r;
                            counter_w = (prev_daclrck_r && ~i_daclrck)? 4'd1 : counter_r;
                        end
                        else begin
                            o_sram_addr_w = o_sram_addr_r;
                            counter_w = (prev_daclrck_r && ~i_daclrck)? (counter_r + 4'd1) : counter_r;
                        end
                    end
                    else if(i_slow_1) begin
                        o_dac_data_w = (counter_r == 4'd4) ? (prev_data_r * (1 + $signed(i_speed) - $signed(0)) + $signed(i_sram_data) * $signed(0)) / (1 + $signed(i_speed)) :
                                                             (prev_data_r * (1 + $signed(i_speed) - $signed(counter_r)) + $signed(i_sram_data) * $signed(counter_r)) / (1 + $signed(i_speed));
                        if(counter_r > i_speed) begin
                            prev_data_w = (~prev_daclrck_r && i_daclrck)? $signed(i_sram_data) : prev_data_r;
                            o_sram_addr_w = (prev_daclrck_r && ~i_daclrck)? o_sram_addr_r + 20'd1 : o_sram_addr_r;
                            counter_w = (prev_daclrck_r && ~i_daclrck)? 4'd1 : counter_r;
                        end
                        else begin
                            o_sram_addr_w = o_sram_addr_r;
                            prev_data_w = prev_data_r;
                            counter_w = (prev_daclrck_r && ~i_daclrck)? (counter_r + 4'd1) : counter_r;
                        end
                    end
                    else if(i_reverse) begin
                        o_dac_data_w = i_sram_data;
                        o_sram_addr_w = (prev_daclrck_r && ~i_daclrck)? (o_sram_addr_r - 20'd1) : o_sram_addr_r;
                        prev_data_w = 16'b0;
                        counter_w = 4'd0;
                    end
                    else begin
                        o_dac_data_w = i_sram_data;
                        o_sram_addr_w = (prev_daclrck_r && ~i_daclrck)? (o_sram_addr_r + 20'd1) : o_sram_addr_r;
                        prev_data_w = 16'b0;
                        counter_w = 4'd0;
                    end
                end
            end
            S_PAUSE: begin
                if(i_start) begin
                    state_w = S_PLAY;
                    o_dac_data_w = 16'bZ;
                    o_sram_addr_w = o_sram_addr_r;
                    prev_data_w = prev_data_r;
                    counter_w = counter_r;
                end
                else if(i_stop) begin
                    state_w = S_IDLE;
                    o_dac_data_w = 16'bZ;
                    o_sram_addr_w = 20'd0;
                    prev_data_w = 16'b0;
                    counter_w = 4'd0;
                end
                else begin
                    state_w = S_PAUSE;
                    o_dac_data_w = 16'bZ;
                    o_sram_addr_w = o_sram_addr_r;
                    prev_data_w = prev_data_r;
                    counter_w = counter_r;
                end
            end
            default: begin
                state_w = state_r;
                o_dac_data_w = 16'bZ;
                o_sram_addr_w = o_sram_addr_r;
                prev_data_w = prev_data_r;
                counter_w = counter_r;
            end
        endcase
    end
    always_ff@(posedge i_clk or negedge i_rst_n) begin
        if(~i_rst_n) begin
            state_r         <= S_IDLE;
            o_dac_data_r    <= 16'bZ;
            o_sram_addr_r   <= 20'd0;
            prev_data_r     <= 16'b0;
            counter_r       <= 4'd0;
            prev_daclrck_r  <= 1'b0;
        end
        else begin
            state_r         <= state_w;
            o_dac_data_r    <= o_dac_data_w;
            o_sram_addr_r   <= o_sram_addr_w;
            prev_data_r     <= prev_data_w;
            counter_r       <= counter_w;
            prev_daclrck_r  <= prev_daclrck_w;
        end
    end
endmodule
==> run.sh <==
#!/bin/bash
# OpenROAD 26Q1-2900-gdf79404cd8, Yosys 0.63+post, stock flow scripts
make -C /OpenROAD-flow-scripts/flow DESIGN_CONFIG=/design/flow/config.mk WORK_HOME=/design/flow/orfs finish
==> config.mk <==
export PLATFORM = sky130hd
export DESIGN_NAME = AudDSP
export DESIGN_NICKNAME = AudDSP
export VERILOG_FILES = /design/flow/design.v
export SDC_FILE = /design/flow/constraint.sdc
export NUM_CORES = 4
export LEC_CHECK = 1
export CORE_UTILIZATION = 30
==> constraint.sdc <==
current_design AudDSP

set clk_period 66.7
set clk_io_pct 0.2

create_clock -name clk0 -period $clk_period [get_ports {i_clk}]

set non_clock_inputs [all_inputs -no_clocks]
set_input_delay [expr $clk_period * $clk_io_pct] -clock clk0 $non_clock_inputs
set_output_delay [expr $clk_period * $clk_io_pct] -clock clk0 [all_outputs]
==> results.txt <==
fresh numbers from the pnr run: RSZ-0062 raised after global routing yes, synth warn 10, final core occ roughly 51%, critical path's most frequent cell o21a_1, Die Height 369 um, top_reg_cell synth dfrtp_1, Post-Syn Instances 5,700, grt ovf 0, final-report hold violation count 0, Yosys Chip Area 0.0403 mm2, H-tree levels 2, drt via density 5.00, Setup-failing EPs final 16, status finished with violations, initial DRC count 2,681, Worst-Margin Slew 1.44 ns, failing checks negative setup slack, DRC viols 0, Root Buffer clkbuf_16, crit-path max cell delay approximately 0.56 ns, Worst Hold Class flip-flop to flip-flop, Worst R2R Setup Slack just over 60 ns, max-slew violation count 0, most numerous logic cell after layout buf_4, vias in the first global route 49,100, RR Endpoint prev_data_r[2], vias around 51,000, hold depth 2, Top Ports 85, CORE AREA 0.133 mm2, skew final roughly 0.0053 ns, layout cell share with drive strength beyond 1 between 30% and 40%, cts hold-fix bufs 0, Die X 369 um, tool warnings 33, Max-slew headroom 3.26%, Area Overhead vs Synth 69.3%, initial antenna violation count 1, Hold EP prev_data_r[10], slowest CP cell fa_1, Worst Reg-to-Reg Cells 18, count of library flops with an enable pin 0, post-route worst setup slack -26.06 ns, CP Capture Type output port, RR Startpoint o_sram_addr_r[0], CP arrival 79.42 ns, ys flops 44, die area 0.136 mm2, Clock Sinks 44, largest net degree at the start of global routing 45, Post-synth seq share 2.73%, Longest Clk Path Bufs 2, post-layout period usage 139%, Core Rows between 100 and 150, clock latency (worst-skew pair) 0.29 ns, First-pass DRT Iterations 5, hold_sp prev_data_r[10], drt wl/cell 15.8 um, average cell area after synthesis 7.07 um2, CP required 53.36 ns, yosys cell count 5,700, startpoint types primary input, Worst-path clk slew ~0.060 ns, Placed Area ~0.062 mm2, max cap viols 0, asr flop ratio synth roughly 100%, WL final about 160,000 um, PortBufs between 80 and 90, fillers 12,000, final standard cell area without fillers 0.0683 mm2, Unique cell types 109, Final min period between 90 and 100 ns, CP max FO 8, CTS Buf Count 5, Synth Cell Area 0.0403 mm2, CTS tree yes, DP HPWL 135,000 um, global-route wire length before repair roughly 260,000 um, fmax 10.8 MHz, GRT Overall Usage 23.7%, Routed Antenna Nets 0, Place WS -30.30 ns, fp_density 30.2%, GP Congestion between 0.9 and 1, critical path type primary input to output port, Top Layout Cells buf_4, nand2_1, ha_1
## per-stage QoR
stage	hold slack (ns)	TNS (ns)	std cells
floorplan	0.521	-384.59	6108
global placement	0.576	-471.36	9871
detailed placement	0.571	-481.24	9871
CTS	0.585	-394.12	10100
global route	0.622	-451.85	10200
finish	0.595	-409.12	10200
## layer usage
layer / GRT usage (%) / share of wire, %
met1: 34.1 / 47
met2: 38.8 / 45
met5: 0 / 0
met4: 4.60 / 2.4
met3: 2.34 / 5.0
## critical path, delay by kind of cell
| family | cells | cell delay [ns] |
|---|---|---|
| AOI/OAI and AO/OA | 192 | 34.87 |
| and+or+nand+nor | 70 | 11.99 |
| adders and majority gates | 39 | 10.79 |
| buffers and inverters | 50 | 6.71 |
| muxes | 4 | 1.18 |
| xor gates and xnor gates | 1 | 0.40 |
## cells in the mapped netlist (46+ instances only)
master,instances,area (um2)
o21a_1,171,1280
a211oi_1,48,360
clkbuf_1,167,627
a21o_1,214,1610
mux2_2,71,800
a21oi_1,388,1940
nand2b_1,96,601
o31ai_1,46,345
inv_1,347,1300
or3_1,84,526
or2_2,47,294
nor3_1,213,1070
o211ai_1,54,405
fa_1,157,3140
nand3_1,135,676
nand4_1,54,338
and2_1,84,526
nand2_1,650,2440
xor2_1,127,1110
xnor2_1,214,1870
nor2b_1,93,582
nor2_1,489,1840
ha_1,655,8200
a31oi_1,87,544
and3_1,51,319
o21ai_0,354,1770
## flip-flops by register name, summed over array words and instances (netlist names)
register	count
counter_r	4
prev_daclrck_r	1
state_r	3
o_sram_addr_r	20
prev_data_r	16
## repair_timing
item	in CTS	in global routing
endpoints found under the setup margin	16	16
setup buffers	214	113
gates resized	546	313
cloned	6	1
pin swaps	317	301
## worst max path at each step
stage               from             end  slack, ns  depth (start not counted)
finish        i_speed[0]  o_dac_data[11]     -26.06                        356
global route  i_speed[0]  o_dac_data[11]     -28.72                        362
CTS           i_speed[2]  o_dac_data[11]     -24.91                        355
## cell families after synthesis
family          count (synthesis)  share of synthesized area (%)
other cells                     2                         0.0186
compound gates               1750                           28.8
flops                          44                           2.73
fa+ha+maj                     812                           28.1
simple gates                 2102                           24.9
buf+inv                       539                           5.06
mux                           110                           2.98
xor+xnor                      341                           7.41
## final cells by class
cell class | instances | area (um2) | share of cell area, %
clock buffers | 6 | 129 | 0.189
multi-input cells | 5527 | 43800 | 64.2
flip-flops and latches | 44 | 1100 | 1.61
clock inverters | 1 | 5.00 | 0.00733
diodes | 2 | 5.00 | 0.00733
repair buffers | 2503 | 19700 | 28.8
inverters | 348 | 1320 | 1.93
well taps | 1768 | 2210 | 3.24
