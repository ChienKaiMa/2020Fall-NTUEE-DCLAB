$ cat design/flow/design.v
module I2cInitializer(
    input  i_rst_n,
    input  i_clk,
    input  i_start,
    output o_finished,
    output o_sclk,
    inout  o_sdat,
    output o_oen,
    output o_state
);
localparam data_bytes = 30;
localparam [data_bytes * 8-1: 0] setup_data = {
    24'b00110100_000_1001_0_0000_0001,
    24'b00110100_000_1000_0_0001_1001,
    24'b00110100_000_0111_0_0100_0010,
    24'b00110100_000_0110_0_0000_0000,
    24'b00110100_000_0101_0_0000_0000,
    24'b00110100_000_0100_0_0001_0101,
    24'b00110100_000_0011_0_0111_1001,
    24'b00110100_000_0010_0_0111_1001,
    24'b00110100_000_0001_0_1001_0111,
    24'b00110100_000_0000_0_1001_0111
};
localparam S_IDLE = 0;
localparam S_READY = 1;
localparam S_PROC = 2;
localparam S_FIN1 = 3;
localparam S_FIN2 = 4;
localparam S_FIN3 = 5;
localparam S_FIN4 = 6;
localparam SCLK_READY = 0;
localparam SCLK_OUTPUT = 1;
localparam SCLK_MOD = 2;
logic [2:0] state,state_nxt;
logic [2:0] sclk_S, sclk_Snxt;
logic [data_bytes * 8 - 1: 0] data, data_nxt;
logic oen;
logic sdat, sdat_nxt;
logic sclk, sclk_nxt;
logic finish, finish_nxt;
logic [4:0] ctr1, ctr1_nxt;  
logic [4:0] ctr2, ctr2_nxt;  
assign o_finished = finish;
assign o_sclk = sclk;
assign o_sdat = oen? sdat: 1'bz;
assign o_oen = oen;
assign o_state = ~o_finished & (state>=S_READY);
always_comb begin
	state_nxt = state;
		data_nxt = data;
		sdat_nxt = sdat;
		sclk_nxt = sclk;
		sclk_Snxt = sclk_S;
		finish_nxt = 0;
		oen = 1;
		ctr1_nxt = 0;
		ctr2_nxt = 0;
	case(state)
		S_IDLE: begin
			if(i_start) begin
				state_nxt = S_READY;
				data_nxt = setup_data;
				sclk_nxt = 1;
				sdat_nxt = 0;
				sclk_Snxt = SCLK_READY;
			end
			else begin
				state_nxt = state;
				data_nxt = data;
				sdat_nxt = sdat;
				sclk_nxt = sclk;
				sclk_Snxt = sclk_S;
			end
			finish_nxt = 0;
			oen = 1;
			ctr1_nxt = 0;
			ctr2_nxt = 0;
		end
		S_READY: begin
			state_nxt = S_PROC;
			data_nxt = data << 1;
			sdat_nxt = data[data_bytes * 8 - 1];
			sclk_nxt = 0;
			sclk_Snxt = SCLK_READY;
			finish_nxt = finish;
			oen = 1;
			ctr1_nxt = 0;
			ctr2_nxt = 0;
		end
		S_PROC: begin
			if(ctr1<5'd3) begin
				case(sclk_S)
					SCLK_READY: begin
						ctr2_nxt = ctr2;
						ctr1_nxt = ctr1;
						sdat_nxt = sdat;
						sclk_nxt = 1;
						sclk_Snxt = SCLK_OUTPUT;
						data_nxt = data;
					end
					SCLK_OUTPUT: begin
						ctr2_nxt = ctr2;
						ctr1_nxt = ctr1;
						sdat_nxt = sdat;
						sclk_nxt = 0;
						sclk_Snxt = SCLK_MOD;
						data_nxt = data;
					end
					SCLK_MOD: begin
						ctr2_nxt = (ctr2==5'd8)? 0:ctr2 + 5'd1;
						ctr1_nxt = (ctr2==5'd8)? ctr1+5'd1:ctr1;
						sdat_nxt = data[data_bytes * 8 - 1];
						sclk_nxt = 0;
						sclk_Snxt = SCLK_READY;
						data_nxt = (ctr2==5'd7)? data: ((ctr2==5'd8)&&(ctr1==5'd2))? data: data << 1;
					end
				endcase
				oen = (ctr2==5'd8)? 0:1;
				state_nxt = state;
				finish_nxt = 0;
			end
			else begin
				ctr2_nxt = 0;
				ctr1_nxt = 0;
				sdat_nxt = 0;
				sclk_nxt = 1;
				sclk_Snxt = SCLK_READY;
				data_nxt = data;
				oen = 1;
				state_nxt = S_FIN1;
				finish_nxt = 0;
			end
		end
		S_FIN1: begin
			ctr2_nxt = 0;
			ctr1_nxt = 0;
			sdat_nxt = 1;
			sclk_nxt = 1;
			sclk_Snxt = SCLK_READY;
			data_nxt = data;
			oen = 1;
			state_nxt = S_FIN2;
			finish_nxt = 0;
		end
		S_FIN2: begin
			ctr2_nxt = 0;
			ctr1_nxt = 0;
			sdat_nxt = 0;
			sclk_nxt = 1;
			sclk_Snxt = SCLK_READY;
			data_nxt = data;
			oen = 1;
			state_nxt = S_FIN3;
			finish_nxt = 0;
		end
		S_FIN3: begin
			ctr2_nxt = 0;
			ctr1_nxt = 0;
			sdat_nxt = 0;
			sclk_nxt = 0;
			sclk_Snxt = SCLK_READY;
			data_nxt = data;
			oen = 1;
			state_nxt = S_FIN4;
			finish_nxt = 0;
		end
		S_FIN4: begin
			if(data!=240'd0) begin
				state_nxt = S_PROC;
				data_nxt = data << 1;
				sdat_nxt = data[data_bytes * 8 - 1];
				sclk_nxt = 0;
				sclk_Snxt = SCLK_READY;
				finish_nxt = 0;
				oen = 1;
				ctr1_nxt = 0;
				ctr2_nxt = 0;
			end
			else begin
				state_nxt = S_FIN4;
				data_nxt = data;
				sdat_nxt = 0;
				sclk_nxt = 0;
				sclk_Snxt = SCLK_READY;  
				finish_nxt = 1;
				oen = 1;
				ctr1_nxt = 0;
				ctr2_nxt = 0;
			end
		end
		default: begin
			state_nxt = state;
			data_nxt = data;
			sdat_nxt = sdat;
			sclk_nxt = sclk;
			sclk_Snxt = sclk_S;
			finish_nxt = 0;
			oen = 1;
			ctr1_nxt = 0;
			ctr2_nxt = 0;
		end
	endcase
end
always_ff @(posedge i_clk or negedge i_rst_n) begin
	if(~i_rst_n) begin
		state <= S_IDLE;
		data <= setup_data;
		ctr1 <= 0;
		ctr2 <= 0;
		sdat <= 1;
		sclk <= 1;
		sclk_S <= SCLK_MOD;
		finish <= 0;
	end else begin
		state <= state_nxt;
		data <= data_nxt;
		ctr1 <= ctr1_nxt;
		ctr2 <= ctr2_nxt;
		sdat <= sdat_nxt;
		sclk <= sclk_nxt;
		sclk_S <= sclk_Snxt;
		finish <= finish_nxt;
	end
end
endmodule
$ cat design/flow/run.sh
#!/bin/bash
# OpenROAD 26Q1-2900-gdf79404cd8, Yosys 0.63+post, stock flow scripts
make -C /OpenROAD-flow-scripts/flow DESIGN_CONFIG=/design/flow/config.mk WORK_HOME=/design/flow/orfs finish
$ cat design/flow/config.mk
export PLATFORM = sky130hd
export DESIGN_NAME = I2cInitializer
export DESIGN_NICKNAME = I2cInitializer
export VERILOG_FILES = /design/flow/design.v
export SDC_FILE = /design/flow/constraint.sdc
export NUM_CORES = 4
export LEC_CHECK = 1
export CORE_UTILIZATION = 50
$ cat design/flow/constraint.sdc
current_design I2cInitializer

set clk_period 6.8
set clk_io_pct 0.2

create_clock -name clk0 -period $clk_period [get_ports {i_clk}]

set non_clock_inputs [all_inputs -no_clocks]
set_input_delay [expr $clk_period * $clk_io_pct] -clock clk0 $non_clock_inputs
set_output_delay [expr $clk_period * $clk_io_pct] -clock clk0 [all_outputs]
==> notes.md <==
yosys + openroad results -> status=aborted with a tool error, Exit stage=clock tree synthesis, error msg=[error] [KeplerFormal.cpp:679] Workflow failed: Iso has multiple drivers: .o_sdat0, o_sdat$_DFFE_PN1P_.Q0, post-CTS sizing=0, post-CTS repair timing setup buffer count=0, Root Driver=clkbuf_16, Ys Warns=2, sink count of the clock tree=around 260, number of synthesized register bits=~260, hold-fix buffers at CTS=0, comb area leader=simple AND/OR/NAND/NOR gates, GPL Wtd Cong=0.783, DIE HEIGHT=roughly 160 um, # port buffers=6, Initial Util=51.4%, Ports=8, cell count after synthesis=1239, Distinct lib cells used=42, dpl ws=2960 ps, cell row count=56, aoi share=8.44%, Post-Syn Area per Cell=about 10 um2, Synth Seq Share=55.0%, CTS Buf Count=29, Basic Gates by Area=a little under a third, synthesized cell area=between 10000 and 15000 um2, Yosys Chip Area=12100 um2, Bufs on Longest Clock Path=3, post-detail-place hpwl=14000 um, Placed Area=12100 um2, Adder Share, Synth=0.412%, Post-synth mux share=less than 1%, htree depth=1, Die Width=158 um, xor/xnor share of the synthesized area=0%, cells in synth_stat.txt=1239
## Yosys cell counts (all sizes together)
cell type | instances | area [um2]
nand2 | 345 | 1290
dfrtp | 185 | 4630
o21ai | 177 | 890
nor3 | 154 | 1440
nor2 | 85 | 322
dfstp | 78 | 2050
nor4 | 63 | 394
buf | 51 | 490
clkbuf | 39 | 154
nand4 | 15 | 93.8
inv | 6 | 22.5
nand3 | 5 | 37.5
a21oi | 4 | 20.0
a22o | 4 | 35.0
ha | 4 | 50.1
or3 | 3 | 18.8
and2 | 2 | 12.5
and3 | 2 | 12.5
o22ai | 2 | 12.5
o31ai | 2 | 15.0
a2111oi | 1 | 27.5
a21o | 1 | 7.51
a221o | 1 | 10.0
a31oi | 1 | 6.26
and4 | 1 | 8.76
conb | 1 | 3.75
mux2 | 1 | 11.3
nand3b | 1 | 7.51
nor2b | 1 | 8.76
nor3b | 1 | 7.51
nor4bb | 1 | 25.0
or2 | 1 | 6.26
or4 | 1 | 7.51
## through the flow
stage          power, W  hold slack [ps]  cells
2_1_floorplan   0.00337              355   1240
3_3_place_gp    0.00357              360   1488
3_5_place_dp    0.00359              375   1488
## cell families after synthesis
family                     Yosys count
muxes                                1
buffers and inverters               96
AOI/OAI and AO/OA                  193
adders and majority gates            4
and+or+nand+nor                    681
DFF                                263
other                                1
Power figures rest on the tool's default switching activity, not on a simulated workload.
